==> ./run.sh <==
#!/bin/bash
# OpenROAD 26Q1-2900-gdf79404cd8, Yosys 0.63+post, stock flow scripts
make -C /OpenROAD-flow-scripts/flow DESIGN_CONFIG=/design/flow/config.mk WORK_HOME=/design/flow/orfs finish
==> ./config.mk <==
export PLATFORM = sky130hd
export DESIGN_NAME = FSM_cpu
export DESIGN_NICKNAME = FSM_cpu
export VERILOG_FILES = /design/flow/design.v
export SDC_FILE = /design/flow/constraint.sdc
export NUM_CORES = 4
export LEC_CHECK = 1
export CORE_AREA = 10 10 70 70
export DIE_AREA = 0 0 80 80
==> ./constraint.sdc <==
current_design FSM_cpu

set clk_period 1.9
set clk_io_pct 0.2

create_clock -name clk0 -period $clk_period [get_ports {clk}]

set non_clock_inputs [all_inputs -no_clocks]
set_input_delay [expr $clk_period * $clk_io_pct] -clock clk0 $non_clock_inputs
set_output_delay [expr $clk_period * $clk_io_pct] -clock clk0 [all_outputs]
==> ./design.v <==
module FSM_cpu
(
	input clk, reset,
	input [2:0] instr_type,
	output reg PC_enable, ir_en, regwrite, reg_read, bram_en, link_en
);
	reg [3:0] state; 
	reg [3:0] nextState;
	reg pc_check;
	parameter [3:0] S0 = 4'b0000, S1 = 4'b0001, S2 = 4'b0010, S3 = 4'b0011, S4 = 4'b0100, S5 = 4'b0101, S6 = 4'b0110, S7 = 4'b0111, S8 = 4'b1000;
	always @(negedge clk) begin
		state <= nextState;
	end
	always @(posedge clk, negedge reset)begin
		if (reset == 0)
			nextState <= S0;
		else
		begin
			case(state)
				S0: nextState <= S1;
				S1: 
					if(instr_type == 3'b000)
						nextState <= S2;
					else if(instr_type == 3'b001) 
						nextState <= S3;
					else if(instr_type == 3'b010) 
						nextState <= S4;
					else if (instr_type == 3'b011)
						nextState <= S6;
					else if (instr_type == 3'b100)
						nextState <= S7;
					else if (instr_type == 3'b101)
						nextState <= S8;
					else
					nextState <= S0;
				S2: nextState <= S0;
				S3: nextState <= S6; 
				S4: nextState <= S5;
				S5: nextState <= S0;
				S6: nextState <= S0;
				S7: nextState <= S0;
				S8: nextState <= S0;
			default: nextState <= S0;
			endcase
			end
		end
	always @(state)
	begin
	pc_check = instr_type !=3'b101;
		case (state)
			 S0: begin PC_enable = 0; regwrite = 0; ir_en = 1; reg_read = 0; bram_en = 0; link_en = 0; end  
			 S1: begin PC_enable = pc_check; regwrite = 0; ir_en = 0; reg_read = 0; bram_en = 0; link_en = 0; end  
			 S2: begin PC_enable = 0; regwrite = 1; ir_en = 0; reg_read = 0; bram_en = 0; link_en = 0; end  
			 S3: begin PC_enable = 0; regwrite = 0; ir_en = 0; reg_read = 1; bram_en = 1; link_en = 0; end  
			 S4: begin PC_enable = 0; regwrite = 0; ir_en = 0; reg_read = 1; bram_en = 0; link_en = 0; end  
			 S5: begin PC_enable = 0; regwrite = 1; ir_en = 0; reg_read = 0; bram_en = 0; link_en = 0; end  
			 S6: begin PC_enable = 0; regwrite = 0; ir_en = 0; reg_read = 0; bram_en = 0; link_en = 0; end  
			 S7: begin PC_enable = 0; regwrite = 0; ir_en = 0; reg_read = 0; bram_en = 0; link_en = 0; end  
			 S8: begin PC_enable = 0; regwrite = 1; ir_en = 0; reg_read = 1; bram_en = 0; link_en = 1; end  
		endcase
end
endmodule
==> results.txt <==
Implementation results

The number of failing setup endpoints in the final timing report is 3. The post-CTS clock slew at the launch and capture registers of the worst setup and hold paths is 0.05 ns. In this run the core area contains 21 standard-cell rows. The cell type with the highest aggregate area in the netlist is sky130_fd_sc_hd__dfrtp_1. The number of synthesized flops with an enable pin is 0.

After synthesis the cells add up to 498 µm². The share of synthesized registers carrying an async set or reset is 28.6%. Among all flip-flop cells after synthesis, the most frequent one is sky130_fd_sc_hd__dlxtn_1. Averaged over all synthesized cells, the footprint is 11.6 µm².

The detail-routed net length per standard cell is 8.53 µm. Summing all placed instances gives a cell area of 682 µm². For the pin with the worst max-slew slack, the measured transition is 0.347 ns. In the placement report, post-DP HPWL is listed as 744 µm. The largest driver fanout on the critical path is 8.

The antenna diode instance count is 0. The number of buffers inserted during clock tree synthesis is 3. The via count of the first global-routing pass was 371. The worst setup path is launched from a flop.

Synthesis produced a netlist whose cell count is 43. The clock skew after layout is 0.0610 ns. The post-route core utilization is 22.1%. The worst supply voltage drop on vdd is 0.399 mV. In the synthesis report, Yosys lists the chip area as 498 µm². The flow ran to the end, but the final reports show violations. According to the I/O placement log, the pin count is 11. The most critical min-delay path falls under in2async. The clock tree from TritonCTS is built.

The post-route setup TNS is -0.162 ns. Setup repair after global routing could not meet its margin everywhere. The register bit total from synthesis is 14. The count of final hold-check violations is 0. Setup slack on the critical path of the routed design comes to -0.0681 ns.

In this run the tightest slew margin relative to its limit is 76.7%. The startpoint of the most critical register-to-register path is state[3]. Counting along the longest clock path gives a buffer depth of 2. The count of placed standard cells in the final layout, fillers left out is 110. The number of placed instances with taps included is 102. The number of nets with antenna violations after detailed routing is 0. The script extracted a total leakage power of 0.317 nW. Per the cell usage report, the commonest logic cells after layout are 10 x sky130_fd_sc_hd__clkdlybuf4s50_1, 7 x sky130_fd_sc_hd__buf_4, 6 x sky130_fd_sc_hd__dlxtn_1. The height of the die is 80 µm. The areal power density over the cells is 1150 nW/µm². The routed wire length is 938 µm. The area share of the leading cell type in the synthesized netlist is 20.1%. The endpoint identified for the worst register-to-register timing path is nextState[0]. At the end of routability-driven placement, the weighted congestion stood at 0.760. Before placement the cells fill 14.6% of the core.

The worst hold margin is 0.323 ns. For the worst setup path, the data required time is 2.06 ns. The worst reg-to-reg setup slack is -0.07 ns. At the later pin of the worst-skew pair, clock insertion delay measures 0.31 ns. The tree is rooted in a sky130_fd_sc_hd__clkbuf_4. The number of fill cells is 382.

The first global-routing pass estimated 1580 µm of wire. Per the OpenROAD floorplan log, the area of the core is 3420 µm². Following the worst setup path forward leads to its endpoint at nextState[0]. The report counts max-capacitance violations totalling 0. 12 endpoints have no timing constraint.

Of the cells placed in the final design, the portion with a size suffix greater than 1 is 32.8%. Entering global routing, the biggest net connects 9 pins. The number of pins with negative max-slew slack in the final report is 0. The number of synthesis warnings is 1. In the log, the iteration count for the first detailed-route pass is 3. Yosys stat counts 43 cells in the synthesized netlist. The remaining routing DRC violations is 0. The critical path capture point type is a flop.

The initial antenna violation count is 0. The number of hold buffers added after CTS was 0. The worst setup path is of the reg2reg kind. From synthesis to final layout, the design area changed by 51.5%. Per the log, the first TritonRoute iteration ended with a DRC count of 9. During placement, the flow inserted port buffers numbering 10. The first element of the critical path is state[3]. The detailed router placed 360 vias in this run.

The main area contributors are sky130_fd_sc_hd__dfrtp_1 20%, sky130_fd_sc_hd__dlxtn_1 18%, sky130_fd_sc_hd__dfxtp_1 16%. Measured along the x axis, the die boundary spans 80 µm. The final report gives the standard cell area, fillers excluded, as 754 µm². The full die area is 6400 µm². The worst register-to-register path depth is 3. The count of unclocked register or latch pins is 6. After detailed routing, the number of vias per cell comes to 3.27.

The checks that failed: setup timing. The signal arrival time at the worst endpoint is 2.13 ns. The number of levels the H-tree was split into is 1.

The total overflow reported by the global router is 0. OpenROAD emitted warnings numbering 32. The leading cell type in the layout, fill and taps excluded is sky130_fd_sc_hd__clkdlybuf4s50_1.

The total routing usage reported by global routing is 2.96%. The number of distinct library cell variants in the gate-level netlist after synthesis is 27.
## per-stage QoR
stage	power, mW	setup WS (ns)
2_1_floorplan	0.550	-0.0523
3_3_place_gp	0.645	-0.0309
3_5_place_dp	0.653	-0.0371
4_1_cts	0.848	-0.0737
5_1_grt	0.947	-0.137
6_report	0.866	-0.0681
## registers in the layout, summed over array words and instances (netlist names)
name and cells:
ir_en 1, nextState 4, PC_enable 1, regwrite 1, state 4, link_en 1, bram_en 1, reg_read 1
## area by class of cell
class,instances,area (µm²),area share (%)
Multi-Input combinational cell,26,233,30.8
Clock buffer,3,22.5,2.99
Sequential cell,14,274,36.3
Timing Repair Buffer,17,153,20.2
Tap cell,46,57.6,7.63
Clock inverter,4,15.0,1.99
## cells by family (layout without fill, tap and decap cells)
| logic type | after synthesis | after routing | share of synthesized area, % |
|---|---|---|---|
| AND/OR/NAND/NOR | 16 | 16 | 23.9 |
| latches | 6 | 6 | 18.1 |
| AND-OR/OR-AND | 5 | 5 | 8.79 |
| XOR/XNOR | 4 | 4 | 7.04 |
| buffers and inverters | 3 | 24 | 4.02 |
| multiplexers | 1 | 1 | 2.01 |
| flip-flops | 8 | 8 | 36.2 |
## metal layers
metal	up-vias	track usage, %	wire, µm
li1	188	-	-
met1	160	3.93	457
met2	10	4.09	389
met3	2	1.48	80
met4	0	0.880	10
met5	-	0	0
## critical path, stage by stage, from the launching register on
cell and delay [ns]:
sky130_fd_sc_hd__dfxtp_2 0.32, sky130_fd_sc_hd__buf_4 0.16, sky130_fd_sc_hd__or3_4 0.34, sky130_fd_sc_hd__o31ai_4 0.06
## worst min path at each step
stage / startpoint / to / depth (start not counted)
after CTS: reset / nextState[0] / 1
after global routing: reset / nextState[0] / 1
final: reset / nextState[0] / 1
## what timing repair did
action / 4_1_cts / 5_1_grt
endpoints found under the setup margin: 3 / 4
setup buffers: 2 / 0
pin swaps: 2 / 1
endpoints found under the hold margin: 0 / 0
resized: 3 / 3
## synthesized netlist by cell type (all sizes together) (2+ instances only)
library cell  number
dfxtp              4
xnor2              3
o31ai              3
nor2b              2
nand2b             2
dlxtn              6
dfrtp              4
and2               2
nor3               2
buf                2
nor3b              2
## power breakdown
part	internal (mW)	total [mW]	switching, mW	leakage, nW
Clock	0.0833	0.155	0.0716	0.0351
Sequential	0.259	0.296	0.0366	0.132
Combinational	0.247	0.416	0.169	0.149
Power and IR drop assume default switching activity.
