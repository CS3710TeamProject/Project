`run.sh`:
```
#!/bin/bash
# OpenROAD 26Q1-2900-gdf79404cd8, Yosys 0.63+post, stock flow scripts
make -C /OpenROAD-flow-scripts/flow DESIGN_CONFIG=/design/flow/config.mk WORK_HOME=/design/flow/orfs finish
```
`config.mk`:
```
export PLATFORM = sky130hd
export DESIGN_NAME = ALU
export DESIGN_NICKNAME = ALU
export VERILOG_FILES = /design/flow/design.v
export SDC_FILE = /design/flow/constraint.sdc
export NUM_CORES = 4
export LEC_CHECK = 1
export CORE_UTILIZATION = 40
```
`constraint.sdc`:
```
current_design ALU

set clk_period 5.9
set clk_io_pct 0.2

create_clock -name clk0 -period $clk_period

set non_clock_inputs [all_inputs -no_clocks]
set_input_delay [expr $clk_period * $clk_io_pct] -clock clk0 $non_clock_inputs
set_output_delay [expr $clk_period * $clk_io_pct] -clock clk0 [all_outputs]
```
`design.v`:
```
module ALU(A, B, Op, Flags, Output);
input [15:0] A,B;  
input [7:0] Op;	 
output reg [4:0] Flags;
output reg [15:0] Output;	 
reg [15:0] cmp_temp;
parameter ADD = 	8'b00000101;
parameter SUB =  	8'b00001001;
parameter OR = 	8'b00000010;
parameter AND = 	8'b00000001;
parameter XOR = 	8'b00000011;
parameter CMP = 	8'b00001011;
parameter MOV = 	8'b00001101;
parameter LSH = 	8'b10000100;
parameter ASHU = 	8'b10000110;
parameter NOT	=	8'b00000111;
always @(A, B, Op)
	begin
		case(Op)
		ADD: 
		begin		
			Output	= A + B;
			Flags[0] = Output[15];
			Flags[1] = 0;
			Flags[2] = 0;
			Flags[3] = (Output == 0);
			Flags[4] = Output[15];
		end
		SUB:
		begin
			Output = A - B; 
			Flags[0] = Output[15];
			Flags[1] = 0;
			Flags[2] = 0;
			Flags[3] = (Output == 0);
			Flags[4] = Output[15];
		end
		OR: 
		begin
			Output = A | B;
			Flags[0] = 0;
			Flags[1] = 0;
			Flags[2] = 0;
			Flags[3] = (Output == 0);
			Flags[4] = 0;
		end
		AND:
			begin
				Output = A & B;
				Flags[0] = 0;
				Flags[1] = 0;
				Flags[2] = 0;
				Flags[3] = (Output == 0);
				Flags[4] = 0;
			end
		XOR:
			begin
				Output = A ^ B;
				Flags[0] = 0;
				Flags[1] = 0;
				Flags[2] = 0;
				Flags[3] = (Output == 0);
				Flags[4] = 0;
			end
		CMP:
		begin
			cmp_temp = A + B;
			Output = B;
			Flags[0] = 0;
			if(B < A)
				Flags[1] = 1;
			else
				Flags[1] = 0;
			if((A[15] == 0 && B[15] == 0 && cmp_temp[15] == 1) ||
				A[15] == 1 && B[15] == 1 && cmp_temp[15] == 0) 
				Flags[2] = 1;
			else
				Flags[2] = 0;
			if(A == B)
				Flags[3] = 1;
			else
				Flags[3] = 0;				
			if($signed(B) < $signed(A))
				Flags[4] = 1;
			else
				Flags[4] = 0;
		end
		LSH:
		begin	
				if(B[15] == 1)
					Output = A >> (~B + 1);
				else
					Output = A << B;
				Flags[0] = 0;
				Flags[1] = 0;
				Flags[2] = 0;
				Flags[3] = (Output == 0);
				Flags[4] = 0;
		end
		ASHU:
		begin	
				if(B[15] == 1)
					Output = $signed(A) >>> (~B + 1);
				else
					Output = $signed(A) <<< B;
				Flags[0] = 0;
				Flags[1] = 0;
				Flags[2] = 0;
				Flags[3] = (Output == 0);
				Flags[4] = 0;
		end
		NOT:
		begin	
				Output = ~A;
				Flags[0] = 0;
				Flags[1] = 0;
				Flags[2] = 0;
				Flags[3] = 0;
				Flags[4] = 0;
		end
		MOV:
		begin	
				Output = A;
				Flags[0] = 0;
				Flags[1] = 0;
				Flags[2] = 0;
				Flags[3] = 0;
				Flags[4] = 0;
		end
		default:
			begin
				Output = 16'b0;
				Flags[0] = 0;
				Flags[1] = 0;
				Flags[2] = 0;
				Flags[3] = 0;
				Flags[4] = 0;
			end
		endcase
	end
endmodule 
```
==> out/qor.yml <==
power:
  irDropWorstVdd_v: 0.0000513
  power_density_nw_per_um2: 86.0
  total_power_uw: 525
  p_leak_nw: 2.65
worst_setup_path:
  start_kind: "input port"
  crit_required_ns: 4.72
  endpoint_kind: "output pin"
  path_cells: "clkdlybuf4s50_1, inv_1, ha_2, buf_4, nor2b_1, a211o_1, a2111o_1, nand3_1, a2111oi_0, nor3_1, o22a_1, nand3_1, clkdlybuf4s50_1"
  crit_arrival_ns: 4.57
  crit_type: "in2out"
  crit_slowest_cell: "a2111oi_0"
  critical-path-top-delay-family: "buffers and inverters"
  cp_max_fo: 9
  cp_num_buf_inv: 4
  slowest_delay_ns: 0.56
place:
  dpl.hpwl_um: 16500
  post-place-cells: 920
  gp_congestion: 1.05
  dp_slack_ns: -0.267
  io_buffer_count: 61
  placed_cell_area_um2: 5940
outcome:
  outcome: "finished, final reports clean"
finish:
  post-route-util: 0.553
  final.clkbuf_count: 0
  lay_top_count: "buf_4"
  fill_cells: 1067
  regArea_um2: 0
  final_cell_mix: "93 x buf_4, 64 x nor2_1, 59 x ha_1"
  ff_count: 0
  drive_above_1_share: 0.188
  fin_cells: 922
  synthToLayoutAreaGrowth_pct: 31.8
  finalInstanceArea_um2: 6100
route:
  vias_per_cell: 6.40
  drtPass1Iterations: 5
  ant_nets: 0
  post-route-drc-count: 0
  drtIter0Drc: 485
  num_antenna_cells: 0
  drt_wl_total_um: 20500
  routed-via-count: 5897
  detail_route.wl_per_cell_um: 22.2
run:
  warnings: 79
  cap_violations: 0
min_path:
  min_from: "A[0]"
  min_to: "Output[0]"
  holdPathStages: 5
  hp-class: "in2out"
logic_synthesis:
  syn_area_per_cell_um2: 6.87
  yosys-stat-area_um2: 4620
  syn_area_um2: 4620
  synth_stat.cells: 673
  yosys.stat.seqShare: 0
  synth_cell_types: 68
  synthCells: 673
  synth_warnings: 1
grt:
  grt_antenna_before_repair: 0
  grt_usage: 0.353
  grt_pass1_wl_um: 30900
  grt_overflow: 0
  grt_pass1_vias: 5468
  grt_max_degree: 35
die:
  die_w_um: 110
  fp_util: 0.419
  fp.dieH_um: 110
  die_area_um2: 12000
  boundaryPins: 61
  fp.coreArea_um2: 11000
  fp-row-count: 38
timing:
  fmax_ghz: 0.174
  setup-tns-final_ns: 0
  slew_headroom: 0.601
  finalWorstSetupSlack_ns: 0.151
  drv_slew: 0
  finalHoldViolCount: 0
  min_period_ns: 5.75
  min_period_over_period: 0.974
  rsz0062_at_grt: "false"
  finalSetupViolCount: 0
  hold_ws_ns: 3.32
  tightest_slew_ns: 0.584
clocking:
  hold_buffers: 0
-- final cells by class --
type,instances,area [um^2],share of cell area
tap,140,175,0.0287
timing repair buffer,156,1350,0.221
inverter,50,188,0.0308
multi-input combinational,576,4390,0.719
-- synthesized netlist by cell type, types with 4 or more instances --
master,instances,area share
and3_1,7,0.0095
o22ai_1,11,0.015
or3_1,6,0.0081
a211oi_1,10,0.016
o21bai_1,5,0.0081
ha_1,63,0.17
a31oi_1,6,0.0081
a21oi_1,41,0.044
clkbuf_1,43,0.035
nor2b_1,12,0.016
nand4_1,13,0.018
or2_2,6,0.0081
mux2i_1,20,0.043
nor3b_1,4,0.0065
o21ai_0,36,0.039
o221ai_1,6,0.011
nand2_1,45,0.037
mux4_2,15,0.073
and2_1,4,0.0054
nand2b_1,7,0.0095
nor4_1,17,0.023
a311oi_1,5,0.0095
a221oi_1,15,0.028
a2111oi_0,5,0.0095
buf_1,4,0.0032
o211ai_1,15,0.024
nand3_1,29,0.031
inv_1,49,0.040
nor3_1,23,0.025
xor2_1,4,0.0076
or4_1,6,0.0097
o21a_1,5,0.0081
xnor2_1,11,0.021
nor2_1,64,0.052
-- worst max-delay path by stage --
stage	startpoint	to	slack (ns)	cells past startpoint
5_1_grt	A[2]	Output[15]	0.007	13
4_1_cts	A[0]	Flags[3]	0.002	10
6_report	A[2]	Output[15]	0.15	13
-- where the power goes --
part           internal (mW)  switching (mW)  leakage, nW
combinational          0.230           0.294         2.65
sequential                 0               0            0
clock                      0               0            0
-- cell families after synthesis --
| family | after synthesis | share of synthesized area |
|---|---|---|
| buffers and inverters | 97 | 0.0787 |
| XOR/XNOR | 15 | 0.0284 |
| AND/OR/NAND/NOR | 256 | 0.290 |
| AND-OR/OR-AND | 203 | 0.303 |
| multiplexers | 37 | 0.121 |
| adder cells (fa/ha/maj) | 65 | 0.179 |
-- metal layers --
metal	global-route usage	up-vias	part of all wire
li1	-	2768	-
met1	0.480	2787	0.43
met2	0.578	286	0.46
met3	0.0495	56	0.075
met4	0.120	0	0.041
met5	0	-	0
-- timing repair --
action                                  in CTS  in global routing
endpoints found under the setup margin       1                  8
gates resized                                8                 26
pin swaps                                    1                  9
gates cloned                                 0                  0
setup buffers                                0                  2
Power is estimated from default activity; no workload was simulated.
